==> flow/design.v <==
typedef enum logic [1:0] {
     add     = 2'h1,
     sub     = 2'h2,
     nop     = 2'h0
} operation_t  ;
module alu #(
        parameter WIDTH = 6
) (
        input clk,
        input rst,
        input  operation_t  op_in,
        input  [WIDTH-1:0]  a_in,
        input  [WIDTH-1:0]  b_in,
        input               in_valid,
        output logic [WIDTH-1:0]  out,
        output logic              out_valid
);
        operation_t  op_in_r;
        logic  [WIDTH-1:0]  a_in_r;
        logic  [WIDTH-1:0]  b_in_r;
        logic               in_valid_r;
        logic  [WIDTH-1:0]  result;
        always_ff @ (posedge clk, posedge rst) begin
                if (rst) begin
                        op_in_r     <= '0;
                        a_in_r      <= '0;
                        b_in_r      <= '0;
                        in_valid_r  <= '0;
                end else begin
                        op_in_r    <= op_in;
                        a_in_r     <= a_in;
                        b_in_r     <= b_in;
                        in_valid_r <= in_valid;
                end
        end
        always_comb begin
                result = '0;
                if (in_valid_r) begin
                        case (op_in_r)
                                add: result = a_in_r + b_in_r;
                                sub: result = a_in_r + (~b_in_r+1'b1);
                                default: result = '0;
                        endcase
                end
        end
        always_ff @ (posedge clk, posedge rst) begin
                if (rst) begin
                        out       <= '0;
                        out_valid <= '0;
                end else begin
                        out       <= result;
                        out_valid <= in_valid_r;
                end
        end
endmodule;
==> flow/run.sh <==
#!/bin/bash
# OpenROAD 26Q1-2900-gdf79404cd8, Yosys 0.63+post, stock flow scripts
make -C /OpenROAD-flow-scripts/flow DESIGN_CONFIG=/design/flow/config.mk WORK_HOME=/design/flow/orfs finish
==> flow/config.mk <==
export PLATFORM = sky130hd
export DESIGN_NAME = alu
export DESIGN_NICKNAME = alu
export VERILOG_FILES = /design/flow/design.v
export SDC_FILE = /design/flow/constraint.sdc
export NUM_CORES = 4
export LEC_CHECK = 1
export CORE_AREA = 10 10 109 109
export DIE_AREA = 0 0 119 119
export SYNTH_HDL_FRONTEND = slang
==> flow/constraint.sdc <==
current_design alu

set clk_period 5.0
set clk_io_pct 0.2

create_clock -name clk0 -period $clk_period [get_ports {clk}]

set non_clock_inputs [all_inputs -no_clocks]
set_input_delay [expr $clk_period * $clk_io_pct] -clock clk0 $non_clock_inputs
set_output_delay [expr $clk_period * $clk_io_pct] -clock clk0 [all_outputs]
==> CHANGELOG.md <==
## Flow update

* Crit path cell chain: clkdlybuf4s50_1
* Leakage at 0.651 nW
* FF-to-FF End: out[4]
* Routed WL per cell at just over 9 um
* Peak supply drop at 0.112 mV
* R2R Path Start: a_in_r[0]
* CTS Hold Bufs at 0
* Placed Area at between 1000 and 1500 um2
* Initial DRC Count at 14
* Tmin final at between 2 and 2.5 ns
* Synth Register Bits at 22
* CP max stage cell: clkdlybuf4s50_1
* Vias in the first global route at between 700 and 800
* Cell Type Count at 29
* Top-count cell post-synth: dfrtp_1
* Avg Cell Area, Syn at 11.7 um2
* Final worst path period share at around 41%
* Clk sinks at 22
* Delay-heaviest family, CP: buffers and inverters
* Count of input and output buffers at 23
* Chip Area, Yosys at ~1100 um2
* Critical path endpoint category: primary output
* Area leader, netlist: dfrtp_1
* Max cap viols at 0
* Tool warnings at 31
* Row count at 36
* Hold Path End: out_valid
* Cell count listed in synth_stat.txt at 92
* Total GRT Usage at about 3.5%
* Number of synthesized flops with an enable pin at 0
* Fin. Hold Viols at 0
* Pin count of the biggest net entering global routing at 23
* Synth Flop Type: dfrtp_1
* Outcome: complete, no violations
* Cell area leaders: dfrtp_1 51%, ha_1 14%, inv_1 4.6%
* R2r setup slk at ~3.2 ns
* DIE HEIGHT at about 120 um
* Share of layout cells above drive strength 1 at 7.69%
* WP data arrival at 1.07 ns
* Relative slew slack at 45.1%
* Largest type area fraction at between 50% and 60%
* Worst hold start: in_valid_r
* Final core utilization at between 10% and 20%
* Placed insts at 246
* Non-filler cells in the finished layout at roughly 250
* FMAX at 483 MHz
* Critical path class: register to primary output
* TNS Setup at 0 ns
* Final Hold Slack at 0.396 ns
* Buffers and inverters on the worst path at 1
* PwrDens at approximately 250 nW/um2
* Worst-path clk slew at ~0.070 ns
* Core ar. at 9640 um2
* Register share after synthesis at between 50% and 60%
* Inserted Clock Buffers at 3
* Worst Setup SP: out_valid
* Final WL at between 2000 and 2500 um
* Detailed Routing Iterations Pass 1 at 4
* Count of pins over their slew limit at 0
* CTS tree: done
* Routed Antenna Nets at 0
* Commonest cells post-synth: 22 x dfrtp_1, 13 x inv_1, 12 x ha_1
* Warnings, synthesis at 0
* Longest Clk Path Bufs at 2
* Number of antenna violations at the first check in global routing at 0
* N_diodes at 0
* Layout Skew at between 0.0015 and 0.002 ns
* Late-Pin Clk Latency at roughly 0.26 ns
* Cts repair resizes at 0
* First-pass GRT wire length at around 4100 um
* Area of the mapped netlist at approximately 1100 um2
* Starting Density at 11.1%
* Die width at about 120 um
* Critical Path Max Stage Delay at 0.47 ns
* Congestion Overflow GR at 0
* Startpoint Class: register
* R2r worst-path depth at 6
* Syn Inst Count at between 90 and 100
* H-tree Lvls at 1
* Clock root buffer: clkbuf_8
* Final non-filler cell area at approximately 1500 um2
* Measured slew at the worst slew-check pin at between 0.8 and 0.9 ns
* Required time of the critical path at ~4.0 ns
* Setup bufs post-CTS at 0
* Hold WC Path Type: register to register
* Post-DP HPWL at between 1500 and 2000 um
* Crit Path Max Fanout at 1
* Die area at about 14000 um2
* I/O pins at 24
* WHS Path Cells at 0
* Vias after detailed routing at 714
* RePlAce Congestion at 0.860
* Synth-to-Final Area Change at 41.4%
* Routed vias/inst at ~2.9
* Drt drc at 0
* Asr flop ratio synth at 100%
* RSZ-0062 raised after global routing: false
* # setup viols final at 0
==> registers in the layout, indices dropped and copies added (netlist names) <==
register and count:
out_valid 1, op_in_r 2, in_valid_r 1, b_in_r 6
out 6, a_in_r 6
==> layout make-up <==
cell class | instances | area, um2
inverter | 14 | 52.6
timing repair buffer | 23 | 230
multi-input combinational | 54 | 462
clock buffer | 4 | 55.1
sequential | 22 | 551
fill | 1085 | 8120
tap | 133 | 166
==> worst max-delay path by stage <==
stage	slack (ns)	cells past startpoint	end
CTS	2.90	1	out[0]
global route	2.86	1	out[2]
finish	2.93	1	out_valid
==> per-stage QoR <==
stage	total power, W	setup slack [ns]
after detailed placement	0.000261	2.91
after global placement	0.000260	2.95
after CTS	0.000388	2.90
after floorplan	0.000232	3.30
final	0.000380	2.93
after global routing	0.000406	2.86
==> logic make-up (layout without fill, tap and decap cells) <==
| logic type | count (synthesis) | count (layout) | synth area share, % |
|---|---|---|---|
| adder cells (fa/ha/maj) | 14 | 14 | 17.7 |
| AND/OR/NAND/NOR | 17 | 17 | 8.05 |
| flip-flops | 22 | 22 | 51.3 |
| XOR/XNOR | 2 | 2 | 1.63 |
| multiplexers | 2 | 2 | 2.45 |
| buffers and inverters | 16 | 41 | 5.60 |
| AND-OR/OR-AND | 19 | 19 | 13.2 |
==> cell usage in the layout, fill, tap and decap left out, types with 2 or more instances in the layout <==
master,netlist,layout
nand2_1,3,3
nor2b_1,2,2
fa_1,2,2
inv_1,13,13
a21o_1,2,2
ha_1,12,12
nand3_1,4,4
a31oi_1,2,2
clkbuf_8,0,4
a21oi_1,5,5
a221oi_1,3,3
nor2_1,3,3
dfrtp_1,22,22
clkdlybuf4s50_1,0,23
nor3_1,2,2
==> power breakdown <==
| part | internal [W] | switching, W |
|---|---|---|
| clock network | 0.0000700 | 0.0000532 |
| registers | 0.000187 | 0.00000532 |
| logic | 0.0000343 | 0.0000304 |
==> layer usage <==
metal / track usage [%] / part of all wire [%] / vias to the layer above
li1: - / - / 363
met1: 4.73 / 49 / 330
met2: 5.64 / 46 / 19
met3: 1.15 / 4.8 / 2
met4: 0.229 / 0.65 / 0
met5: 0 / 0 / -
No activity file was given, so power comes from the tool's default toggle rates.
